===== flow/design.v =====
module non_restoring_divider (
    clk,
    rst,
    start,
    dividend,
    divisor,
    signed_op,
    quotient,
    remainder,
    done,
    error,
    busy
);
  localparam reset = 3'd0, 
             sign_detection = 3'd1, 
             shift = 3'd2, 
             operate = 3'd3, 
             decide = 3'd4, 
             finish = 3'd5;
  parameter width = 8, N_width = 4;
  input clk, rst, start, signed_op;
  input [(width-1):0] dividend;
  input [(width-1):0] divisor;
  output reg done, error, busy;
  output reg [(width-1):0] quotient, remainder;
  reg [(width-1):0] Acc, dividend_reg, divisor_reg;   
  reg [(width-1):0] shift_acc, shift_dividend_reg;   
  reg [(N_width-1):0] N;   
  reg [2:0] state, next_state;   
  wire shift_en, sign_detection_en, operate_en, decide_en;
  always @(posedge clk) begin
    if (rst) begin
      state <= reset;
    end else begin
      state <= next_state;
    end
  end
  always @(*) begin
    case (state)
      reset: begin
        if (start && !busy && signed_op) next_state = sign_detection;
        else if (start && !busy) next_state = shift;
        else next_state = reset;
      end
      sign_detection: begin
        if (busy && N == 0) next_state = finish;
        else next_state = shift;
      end
      shift: begin
        if (busy && N == 0) next_state = finish;
        else next_state = operate;
      end
      operate: begin
        if (busy && N == 0) next_state = finish;
        else next_state = decide;
      end
      decide: begin
        if (busy && N == 0) next_state = finish;
        else next_state = shift;
      end
      finish:  next_state = finish;
      default: next_state = reset;
    endcase
  end
  assign sign_detection_en = (state == sign_detection);
  assign shift_en = (state == shift);
  assign operate_en = (state == operate);
  assign decide_en = (state == decide);
  always @(posedge clk) begin
    if (rst) begin
      Acc <= 0;
      dividend_reg <= 0;
      divisor_reg <= 0;
      N <= 0;
      done <= 0;
      error <= 0;
      busy <= 0;
      quotient <= 0;
      remainder <= 0;
    end   
    else if (start && !busy && !done) begin
      if (divisor == 0) begin
        error <= 1'b1;
        done <= 1'b1;
        quotient <= 0;
        remainder <= 0;
      end else if (signed_op) begin
        if (dividend[width-1]) dividend_reg <= ~dividend + 1'b1;
        else dividend_reg <= dividend;
        if (divisor[width-1]) divisor_reg <= ~divisor + 1'b1;
        else divisor_reg <= divisor;
        if (sign_detection_en) begin
          if (divisor_reg <= dividend_reg) begin
            Acc <= 0;
            busy <= 1'b1;
            done <= 1'b0;
            error <= 1'b0;
            N <= width;
          end else begin
            error <= 1'b1;
          end
        end
      end else begin
        if (divisor <= dividend) begin
          Acc <= 0;
          done <= 1'b0;
          busy <= 1'b1;
          error <= 1'b0;
          N <= width;
          dividend_reg <= dividend;
          divisor_reg <= divisor;
        end else begin
          error <= 1'b1;
        end
      end
    end   
    else if (busy && N != 0) begin
      if (Acc[width-1] != 1'b0) begin
        if (shift_en) begin
          {shift_acc, shift_dividend_reg} <= {Acc, dividend_reg} << 1'b1;
        end
        if (operate_en) begin
          Acc <= shift_acc + divisor_reg;
        end
        if (decide_en) begin
          N <= N - 1'b1;
          if (Acc[width-1] != 1'b0) dividend_reg <= {shift_dividend_reg[(width-1):1], 1'b0};
          else dividend_reg <= {shift_dividend_reg[(width-1):1], 1'b1};
        end
      end else begin
        if (shift_en) begin
          {shift_acc, shift_dividend_reg} <= {Acc, dividend_reg} << 1'b1;
        end
        if (operate_en) begin
          Acc <= shift_acc - divisor_reg;
        end
        if (decide_en) begin
          N <= N - 1'b1;
          if (Acc[width-1] != 1'b0) dividend_reg <= {shift_dividend_reg[(width-1):1], 1'b0};
          else dividend_reg <= {shift_dividend_reg[(width-1):1], 1'b1};
        end
      end
    end   
    else if (busy && N == 0) begin
      if (signed_op) begin
        if (Acc[width-1] != 1'b0) begin
          if (dividend[width-1]) remainder <= ~(Acc + divisor_reg) + 1'b1;
          else remainder <= Acc + divisor_reg;
        end else begin
          if (dividend[width-1]) remainder <= ~Acc + 1'b1;
          else remainder <= Acc;
        end
        if ((dividend[width-1] ^ divisor[width-1]) != 0) quotient <= ~dividend_reg + 1'b1;
        else quotient <= dividend_reg;
      end else begin
        if (Acc[width-1] != 1'b0) remainder <= Acc + divisor_reg;
        else remainder <= Acc;
        quotient <= dividend_reg;
      end
      done <= 1'b1;
      busy <= 1'b0;
    end
  end
endmodule

===== flow/run.sh =====
#!/bin/bash
# OpenROAD 26Q1-2900-gdf79404cd8, Yosys 0.63+post, stock flow scripts
make -C /OpenROAD-flow-scripts/flow DESIGN_CONFIG=/design/flow/config.mk WORK_HOME=/design/flow/orfs finish

===== flow/config.mk =====
export PLATFORM = sky130hd
export DESIGN_NAME = non_restoring_divider
export DESIGN_NICKNAME = non_restoring_divider
export VERILOG_FILES = /design/flow/design.v
export SDC_FILE = /design/flow/constraint.sdc
export NUM_CORES = 4
export LEC_CHECK = 1
export CORE_UTILIZATION = 30

===== flow/constraint.sdc =====
current_design non_restoring_divider

set clk_period 5.7
set clk_io_pct 0.2

create_clock -name clk0 -period $clk_period [get_ports {clk}]

set non_clock_inputs [all_inputs -no_clocks]
set_input_delay [expr $clk_period * $clk_io_pct] -clock clk0 $non_clock_inputs
set_output_delay [expr $clk_period * $clk_io_pct] -clock clk0 [all_outputs]

==> flow_summary.ini <==
; physical design summary
[run_status]
status = finished clean

[route]
ant_nets = 0
drc = 0
via_count = 4237
wire_per_inst_um = 15.43
drt_wl_total_um = 12390
drtIter0Drc = 300
drt-pass1-iter-count = 4
viasPerCell = 5.276
diodes = 0

[synthesis]
synth_area_per_cell_um2 = 8.490
ys_seq_share_pct = 31.71
ys_cells = 554
yosysUniqueCellTypes = 70
netlist_area_um2 = 4703
ys.flop_type = dfxtp_1
numSynthFlops = 67
yosys.area.top_type_share_pct = 22.13
async_flop_share_pct = 0
yosys_area_um2 = 4703
syn_inst = 554
post-synth-top-area-cell = dfxtp_1
ys_warn_count = 1
top_cells_by_area = dfxtp_1 (22%), ha_1 (11%), edfxtp_1 (9.6%), a21oi_1 (5.7%), xnor2_1 (4.7%)
edf_count = 15

[placed_design]
place_ws_ps = 1875
io_buffers = 38
hpwlAfterDp_um = 9200
dp_cells = 787
gp_congestion = 0.8998

[grt]
grt_max_degree = 44
grt_pass1_wl_um = 20620
antenna_found_initial = 0
grt_use_total_pct = 16.38
grt_pass1_vias = 4123
overflow = 0

[final_layout]
drive_above_1_share_pct = 6.419
fillers = 1513
area_delta_synth_final_pct = 19.05
fin_cells = 803

[final_timing]
fin_crit_ps = 3510
setup_viol = 0
worstMarginPinSlew_ps = 825.2
tns_ps = 0
fmax_mhz = 284.9
fin_skew_ps = 7.993
setup_ws_ps = 2190
slew_viol_final = 0
min_period_over_period_pct = 61.58
slew_headroom_pct = 44.93
rsz0062_at_grt = no
hold_violations = 0

[clock_tree]
cts_setup_buffers = 0
clk_latency_ps = 330
clkTransAtPathRegs_ps = 50
cts_buffers = 9
cts_tree = yes
htree_num_levels = 3
clkSinkCount = 67
cts_buffer_depth = 2
cts_resized = 0
ctsHoldBuffers = 0
clockRootBuffer = clkbuf_16

[worst_setup_path]
cp.arrival_ps = 3760
r2r_cells = 8
endpoint_kind = flop
r2r_start = divisor_reg[0]$_SDFFE_PP0P_
critPathLaunch = dividend[7]
slowest_stage = clkdlybuf4s50_1
slowest_delay_ps = 570
crit_path_frequent_cell = a211oi_1
worstSetupPathType = primary input to flop
critPathLaunchType = primary input
r2r_slack_ps = 2830
crit_end = dividend_reg[7]$_SDFFE_PP0P_
cp_cell_sequence = clkdlybuf4s50_1, inv_1, ha_1, nand4_1, o21a_1, o21ai_2, a31oi_2, buf_4, a211oi_1, a211oi_1
critical_path.max_fanout = 16
crit_required_ps = 5950
r2r-end = remainder[7]$_SDFFE_PP0P_

[hold_path]
hold_path_class = flop to flop
hold_depth = 0

[die]
fp-row-count = 45
pin_count = 39
coreArea_um2 = 15260
initial_core_util_pct = 30.82
die-area_um2 = 16180
die_w_um = 127.2
die-height_um = 127.2

[pwr]
p_leak_nw = 2.104
power_density_nw_per_um2 = 249.1
irDropWorstVdd_v = 0.0001898

[flow_run]
drv_cap = 0
openroad.warnings = 32
-- cells in the mapped netlist, drive strengths merged (8+ instances only) --
library cell,number
a211oi,9
a21oi,54
a22oi,8
a31oi,8
clkbuf,19
dfxtp,52
edfxtp,15
ha,43
inv,46
nand2,33
nand3,14
nor2,50
nor2b,8
nor3,12
o211ai,8
o21ai,29
xnor2,25
-- report_power, final --
part / leakage, nW / total (mW) / switching, mW / internal [mW]
Combinational: 1.40 / 0.307 / 0.176 / 0.131
Clock: 0.143 / 0.548 / 0.212 / 0.337
Sequential: 0.562 / 0.540 / 0.0332 / 0.506
-- critical path, delay by kind of cell --
kind | cells | cell delay (ps)
AOI/OAI and AO/OA | 5 | 1060
buffers and inverters | 3 | 1030
adders and majority gates | 1 | 350
and+or+nand+nor | 1 | 160
-- worst min-delay path by stage --
stage                             from                     end  slack [ps]
4_1_cts   dividend_reg[7]$_SDFFE_PP0P_  shift_acc[0]$_DFFE_PP_         430
5_1_grt   dividend_reg[7]$_SDFFE_PP0P_  shift_acc[0]$_DFFE_PP_         450
6_report  dividend_reg[7]$_SDFFE_PP0P_  shift_acc[0]$_DFFE_PP_         430
-- per-stage QoR --
stage	hold slack, ps	total power, mW	cell area (µm²)	utilization [%]
after floorplan	401.4	0.7601	4703	-
after global placement	431.5	0.8438	5305	34.77
after detailed placement	415.5	0.8506	5305	34.77
after CTS	428.7	1.405	5599	36.70
after global routing	447.6	1.464	5599	36.70
final	428.9	1.395	5599	36.70
-- cells in the final DEF, fill, tap and decap left out, types with 4 or more instances in the layout --
master           netlist  routed
nor3_1                12      12
a211o_1                5       5
o31ai_1                6       6
or3_1                  5       5
nand3_1               14      14
a21o_1                 4       4
a311oi_1               7       7
nand4_1                7       7
xor2_1                 7       7
nor2b_1                8       8
inv_1                 46      46
o21ai_0               26      26
buf_4                  1       7
clkdlybuf4s50_1        0      38
nand2_1               33      33
ha_1                  43      43
and2_1                 4       4
edfxtp_1              15      15
a211oi_1               9       9
a31oi_1                6       6
o211ai_1               8       8
clkbuf_16              0       9
a22oi_1                8       8
xnor2_1               25      25
nor2_1                49      49
nand2b_1               4       4
a21oi_1               54      54
dfxtp_1               52      52
-- cell type report --
cell class	instances	area, µm²	area share, %
Sequential cell	67	1491	26.64
Multi-Input combinational cell	417	2940	52.51
Clock buffer	9	225.2	4.022
Timing Repair Buffer	45	432.9	7.732
Inverter	47	176.4	3.151
Tap cell	211	264.0	4.715
Clock inverter	7	68.82	1.229
-- metal layers --
layer	up-vias	global-route usage, %	wire [µm]
li1	2094	-	-
met2	106	26.08	5638
met5	-	0	0
met1	2018	23.68	5912
met4	0	3.151	279
met3	19	3.157	563
-- kinds of logic after synthesis --
| group | share of synthesized area, % |
|---|---|
| AND-OR/OR-AND | 24.79 |
| AND/OR/NAND/NOR | 17.11 |
| buffers and inverters | 5.879 |
| flip-flops | 31.71 |
| adder cells (fa/ha/maj) | 12.72 |
| XOR/XNOR | 5.959 |
| multiplexers | 1.836 |
Power figures rest on the tool's default switching activity, not on a simulated workload.
