### /design/flow/config.mk
export PLATFORM = sky130hd
export DESIGN_NAME = floating_point_adder
export DESIGN_NICKNAME = floating_point_adder
export VERILOG_FILES = /design/flow/design.v
export SDC_FILE = /design/flow/constraint.sdc
export NUM_CORES = 4
export LEC_CHECK = 1
export CORE_UTILIZATION = 30
### /design/flow/constraint.sdc
current_design floating_point_adder

set clk_period 12.3
set clk_io_pct 0.2

create_clock -name clk0 -period $clk_period [get_ports {clk}]

set non_clock_inputs [all_inputs -no_clocks]
set_input_delay [expr $clk_period * $clk_io_pct] -clock clk0 $non_clock_inputs
set_output_delay [expr $clk_period * $clk_io_pct] -clock clk0 [all_outputs]
### /design/flow/design.v
module floating_point_adder (
    clk,
    a,
    b,
    rst_n,
    start,
    result,
    valid,
    overflow,
    underflow
);
  input clk, rst_n, start;
  input [31:0] a, b;   
  output reg valid, overflow, underflow;   
  output reg [31:0] result;   
  reg [4:0] count_0;   
  reg sign_a, sign_b, sign_out;   
  reg STATE_CHECK_EXCEPTIONS_end, busy;   
  reg [7:0] exp_a, exp_b, exp_out;   
  reg [8:0] exp_out_reg;   
  reg [23:0] mant_a, mant_a_reg, mant_b, mant_b_reg;   
  reg [23:0] mant_out, mant_out_reg_1;   
  reg [24:0] mant_out_reg_2;   
  localparam STATE_IDLE = 4'd0, STATE_UNPACK_INPUTS = 4'd1, STATE_CHECK_EXCEPTIONS = 4'd2, STATE_EXCEPTION_DONE = 4'd3, STATE_ADD_OR_SUB = 4'd4,
             STATE_HANDLE_CARRY = 4'd5, STATE_NORMALIZE_SHIFT = 4'd6, STATE_NORMALIZE_MANT = 4'd7, STATE_PACK_OUTPUT = 4'd8;
  reg [3:0] state, nxt_state;
  wire state_unpack_inputs_sig, state_check_exceptions_sig, state_add_or_sub_sig,
       state_handle_carry_sig, state_normalize_shift_sig, state_normalize_mant_sig, state_pack_output_sig;
  always @(posedge clk) begin
    if (~rst_n) begin
      state <= STATE_IDLE;
    end else begin
      state <= nxt_state;
    end
  end
  always @(*) begin
    case (state)
      STATE_IDLE: begin
        if (start && !busy) nxt_state = STATE_UNPACK_INPUTS;
        else nxt_state = state;
      end
      STATE_UNPACK_INPUTS: nxt_state = STATE_CHECK_EXCEPTIONS;
      STATE_CHECK_EXCEPTIONS: nxt_state = STATE_EXCEPTION_DONE;
      STATE_EXCEPTION_DONE: begin
        if (STATE_CHECK_EXCEPTIONS_end) nxt_state = STATE_IDLE;
        else nxt_state = STATE_ADD_OR_SUB;
      end
      STATE_ADD_OR_SUB: begin
        if (sign_a ^ sign_b) nxt_state = STATE_NORMALIZE_SHIFT;
        else nxt_state = STATE_HANDLE_CARRY;
      end
      STATE_HANDLE_CARRY: nxt_state = STATE_NORMALIZE_SHIFT;
      STATE_NORMALIZE_SHIFT: nxt_state = STATE_NORMALIZE_MANT;
      STATE_NORMALIZE_MANT: nxt_state = STATE_PACK_OUTPUT;
      STATE_PACK_OUTPUT: nxt_state = STATE_IDLE;
      default: nxt_state = STATE_IDLE;
    endcase
  end
  assign state_unpack_inputs_sig    = (state == STATE_UNPACK_INPUTS);
  assign state_check_exceptions_sig = (state == STATE_CHECK_EXCEPTIONS);
  assign state_add_or_sub_sig       = (state == STATE_ADD_OR_SUB);
  assign state_handle_carry_sig     = (state == STATE_HANDLE_CARRY);
  assign state_normalize_shift_sig  = (state == STATE_NORMALIZE_SHIFT);
  assign state_normalize_mant_sig   = (state == STATE_NORMALIZE_MANT);
  assign state_pack_output_sig      = (state == STATE_PACK_OUTPUT);
  always @(posedge clk) begin
    if (~rst_n) begin
      count_0 <= 0;
      sign_a <= 0;
      sign_b <= 0;
      sign_out <= 0;
      STATE_CHECK_EXCEPTIONS_end <= 0;
      busy <= 0;
      exp_a <= 0;
      exp_b <= 0;
      exp_out <= 0;
      exp_out_reg <= 0;
      mant_a <= 0;
      mant_a_reg <= 0;
      mant_b <= 0;
      mant_b_reg <= 0;
      mant_out <= 0;
      mant_out_reg_1 <= 0;
      mant_out_reg_2 <= 0;
      valid <= 0;
      overflow <= 0;
      underflow <= 0;
      result <= 0;
    end else if (start && !busy) begin
      count_0 <= 0;
      sign_out <= 0;
      busy <= 1'b1;
      exp_out <= 0;
      exp_out_reg <= 0;
      mant_a <= 0;
      mant_a_reg <= 0;
      mant_b <= 0;
      mant_b_reg <= 0;
      mant_out <= 0;
      mant_out_reg_1 <= 0;
      mant_out_reg_2 <= 0;
      valid <= 0;
      overflow <= 0;
      underflow <= 0;
      STATE_CHECK_EXCEPTIONS_end <= 1'b0;
      sign_a <= a[31];
      sign_b <= b[31];
      exp_a <= a[30:23];
      exp_b <= b[30:23];
    end else if (state_unpack_inputs_sig) begin
      mant_a <= (exp_a != 0 && a[22:0] != 0) ? {1'b1, a[22:0]} : {1'b0, a[22:0]};
      mant_b <= (exp_b != 0 && b[22:0] != 0) ? {1'b1, b[22:0]} : {1'b0, b[22:0]};
    end else if (state_check_exceptions_sig) begin
      if (exp_a == 0 && mant_a == 0) begin
        result <= b;
        valid <= 1'b1;
        underflow <= 0;
        overflow <= 0;
        STATE_CHECK_EXCEPTIONS_end <= 1'b1;
        busy <= 0;
      end else if (exp_b == 0 && mant_b == 0) begin
        result <= a;
        valid <= 1'b1;
        underflow <= 0;
        overflow <= 0;
        STATE_CHECK_EXCEPTIONS_end <= 1'b1;
        busy <= 0;
      end else if (exp_a == 8'd255 && mant_a == 0 && exp_b == 8'd255 && mant_b == 0) begin
        if (sign_a ^ sign_b) begin
          result <= {1'b1, 8'd255, 23'd1};   
          valid  <= 0;
        end else begin
          result <= {sign_a, 8'd255, 23'd0};   
          valid  <= 1'b1;
        end
        underflow <= 0;
        overflow <= 0;
        STATE_CHECK_EXCEPTIONS_end <= 1;
        busy <= 0;
      end else if ((exp_a == 8'd255 && mant_a != 0) || (exp_b == 8'd255 && mant_b != 0)) begin
        result <= {(sign_a | sign_b), 8'd255, 23'd1};   
        valid <= 1'b1;
        underflow <= 0;
        overflow <= 0;
        STATE_CHECK_EXCEPTIONS_end <= 1;
        busy <= 0;
      end else if (exp_a == 8'd255 && mant_a == 0) begin
        result <= {sign_a, 8'd255, 23'd0};
        valid <= 1'b1;
        underflow <= 0;
        overflow <= 0;
        STATE_CHECK_EXCEPTIONS_end <= 1;
        busy <= 0;
      end else if (exp_b == 8'd255 && mant_b == 0) begin
        result <= {sign_b, 8'd255, 23'd0};
        valid <= 1'b1;
        underflow <= 0;
        overflow <= 0;
        STATE_CHECK_EXCEPTIONS_end <= 1;
        busy <= 0;
      end else begin
        if (exp_a > exp_b) begin
          exp_out <= exp_a;
          mant_a_reg <= mant_a;
          mant_b_reg <= mant_b >> (exp_a - exp_b);
        end else if (exp_a < exp_b) begin
          exp_out <= exp_b;
          mant_a_reg <= mant_a >> (exp_b - exp_a);
          mant_b_reg <= mant_b;
        end else begin
          exp_out <= exp_a;
          mant_a_reg <= mant_a;
          mant_b_reg <= mant_b;
        end
      end
    end else if (state_add_or_sub_sig) begin
      if (sign_a ^ sign_b) begin
        if (mant_a_reg > mant_b_reg) begin
          mant_out <= mant_a_reg - mant_b_reg;
          sign_out <= sign_a;
        end else begin
          mant_out <= mant_b_reg - mant_a_reg;
          sign_out <= sign_b;
        end
      end else begin
        mant_out_reg_2 <= mant_a_reg + mant_b_reg;
        sign_out <= sign_a;
      end
    end else if (state_handle_carry_sig) begin
      if (mant_out_reg_2[24] == 1'b1) begin
        mant_out <= mant_out_reg_2[24:1];
        exp_out_reg <= exp_out + 1'b1;
      end else begin
        mant_out <= mant_out_reg_2[23:0];
      end
    end else if (state_normalize_shift_sig) begin
      case (1'b1)
        mant_out[23]: count_0 <= 5'd0;
        mant_out[22]: count_0 <= 5'd1;
        mant_out[21]: count_0 <= 5'd2;
        mant_out[20]: count_0 <= 5'd3;
        mant_out[19]: count_0 <= 5'd4;
        mant_out[18]: count_0 <= 5'd5;
        mant_out[17]: count_0 <= 5'd6;
        mant_out[16]: count_0 <= 5'd7;
        mant_out[15]: count_0 <= 5'd8;
        mant_out[14]: count_0 <= 5'd9;
        mant_out[13]: count_0 <= 5'd10;
        mant_out[12]: count_0 <= 5'd11;
        mant_out[11]: count_0 <= 5'd12;
        mant_out[10]: count_0 <= 5'd13;
        mant_out[9]: count_0 <= 5'd14;
        mant_out[8]: count_0 <= 5'd15;
        mant_out[7]: count_0 <= 5'd16;
        mant_out[6]: count_0 <= 5'd17;
        mant_out[5]: count_0 <= 5'd18;
        mant_out[4]: count_0 <= 5'd19;
        mant_out[3]: count_0 <= 5'd20;
        mant_out[2]: count_0 <= 5'd21;
        mant_out[1]: count_0 <= 5'd22;
        mant_out[0]: count_0 <= 5'd23;
        default: count_0 <= 5'd0;
      endcase
      exp_out_reg <= (mant_out_reg_2[24] == 1'b1) ? exp_out_reg : exp_out;
    end else if (state_normalize_mant_sig) begin
      mant_out_reg_1 <= mant_out << count_0;
      if (exp_out_reg > {4'd0, count_0}) begin
        exp_out_reg <= exp_out_reg - count_0;
      end else begin
        exp_out_reg <= 0;
      end
    end else if (state_pack_output_sig) begin
      if (exp_out_reg >= 9'd255) begin
        overflow <= 1'b1;
        result <= {sign_out, 8'd255, 23'd0};   
        valid <= 0;
      end else if (exp_out_reg == 9'd0 || exp_out_reg <= 9'd1) begin
        underflow <= 1'b1;
        result <= {sign_out, 31'd0};   
        valid <= 0;
      end else begin
        result <= {sign_out, exp_out_reg[7:0], mant_out_reg_1[22:0]};
        valid <= 1'b1;
        underflow <= 0;
        overflow <= 0;
      end
      busy <= 0;
    end
  end
endmodule
### /design/flow/run.sh
#!/bin/bash
# OpenROAD 26Q1-2900-gdf79404cd8, Yosys 0.63+post, stock flow scripts
make -C /OpenROAD-flow-scripts/flow DESIGN_CONFIG=/design/flow/config.mk WORK_HOME=/design/flow/orfs finish
==> notes.md <==
Summary of implementation figures.

Pwr
The share of total power dissipated in the clock network is 35.0%. Internal power comes to 1.68 mW. Of the total power, the share spent switching nets is 36.8%. The leakage component of the power was reported as 7.79 nW. The power report attributes to the combinational group a share of 32.3%. In this run the power density over the cells is 124 nW/µm².

The total power is 2.66 mW. Looking at the power breakdown, sequential logic takes 32.8% of the total. Across the VDD grid, the largest voltage drop is 0.000101 V. The script extracted a net switching power of 0.979 mW.

Drt
The remaining design rule violation count is 0. The count of TritonRoute iterations in the first routing pass is 5. For this run, the script counts the antenna cells in the layout as 0. The via density per instance is 5.70. For this block, the initial DRC count from the detailed router was 1555. TritonRoute output was used to compute an average wire per cell of 22.3 µm. The wire length reported by the detailed router is 72800 µm. Across all layers, the routed design uses 18600 vias.

The detail route stage leaves a number of antenna-violating nets equal to 0.

Synthesis
The synthesized netlist contains 95 unique library cells. Of the post-synthesis cell area, the part taken by muxes is 10.2%. The and-or/or-and share of the synthesized area is 26.7%. The combinational family with the most area after synthesis is AND-OR/OR-AND gates. The dominant synthesized flop cell is sky130_fd_sc_hd__dfxtp_1.

The post-synthesis instance area is 18900 µm². After synthesis, the cell types taking the most area are sky130_fd_sc_hd__dfxtp_1 27%, sky130_fd_sc_hd__mux2i_1 6.8%, sky130_fd_sc_hd__ha_1 6.2%. In this run, the synthesized area fraction spent on and/or/nand/nor cells is recorded as 20.6%. Yosys reports that the most numerous cell types are 267 x sky130_fd_sc_hd__nor2_1, 255 x sky130_fd_sc_hd__dfxtp_1, 219 x sky130_fd_sc_hd__nand2_1. Counting flops with an async set or reset pin after synthesis yields a share of 0%. Per the synthesis report, the dominant area consumer among library cells is sky130_fd_sc_hd__dfxtp_1. The post-synth count of flops with an enable pin is 0. After synthesis, the largest area contributor takes up 27.1% of total cell area. Summing the sequential cell areas from Yosys gives 27.1% of the chip area. The arithmetic-cell share of the synthesized area counting full adders, half adders and majority gates is 6.81%. After Yosys synthesis, XOR and XNOR cells account for 2.09% of the synthesized area. The mean area per synthesized cell is 7.82 µm². The instance tally after logic synthesis is 2412. The cell total in the yosys stat output is 2412. Warnings reported by Yosys during synthesis add up to 1. The area reported by Yosys stat is 18900 µm². The number of register bits inferred by synthesis is 255. In the post-synthesis netlist, the cell with the most instances is sky130_fd_sc_hd__nor2_1.

GRT
The first-pass GRT wire length is 110000 µm. The number of antenna violations at the first check in global routing came to 0. The largest net degree at the start of global routing is 63.

Summed over all layers, the global routing overflow is 0. The number of global-route vias before repair is 17500. The overall routing resource usage is 23.1%.

Floorplanning
In the floorplan report the effective utilization is 30.4%. The placement row count is 91. After floorplanning, the core was sized to cover 61900 µm².

The die is 253 µm wide. The height of the die is 253 µm. In this run the full chip footprint comes out at 63800 µm². The total I/O pin count is 102.

CTS
At the later pin of the worst-skew pair, clock insertion delay measures 0.58 ns. The clock transition at the registers of the reported paths is 0.06 ns. In this run the number of H-tree levels came out at 1. The clock tree from TritonCTS is built. The number of buffers added by the clock tree synthesis step is 30. The number of hold buffers added after CTS was 0. Post-CTS repair changed the size of 0 cells.

The number of buffers inserted by post-CTS setup repair is 0. Clock tree synthesis selected as its root buffer the cell sky130_fd_sc_hd__clkbuf_16. Per the CTS log, the buffer count on the longest clock path is 3. TritonCTS reports the number of clock sinks as 255.

Timing
Counting pins that exceed their max-slew limit in the final report gives 0. In the post-route analysis, the smallest setup slack over all paths is 7.11 ns. The final timing report lists a hold violation count of 0. The final period utilization is 42.2%.

Looking at the max-slew report, the worst-margin pin has a slew of 0.881 ns. The relative slew slack is 41.2%. Setup repair after global routing left no endpoint under its margin. The aggregate negative setup slack is 0 ns. The worst path in the final design needs a cycle of 5.19 ns, including I/O delays and setup. In the final run the clock tree shows a worst skew of 0.0132 ns.

The achievable clock frequency is 193 MHz. The total of endpoints with negative setup slack in the final report is 0.

Setup path
Looking at the setup timing report, the critical path kind is input port to flop. According to the timing report, the data required time at the worst endpoint equals 12.74 ns. The type of destination of the critical path is a flop. The arrival time at the worst endpoint is 5.63 ns.

The largest fanout of any net on the critical path is 58. The element type at the critical path start is an input port.

Min path
The type of the tightest min-delay check is flop to flop.

Placement
The post-place setup slack is 6.54 ns. The number of placed instances with taps included is 3215. The HPWL after detailed placement is 55600 µm. Port buffering added 101 buffers.

After its last routability iteration, the placer logged a weighted congestion of 1.02.

Run
The number of maximum-capacitance violations recorded for the run is 0. The count of tool warnings is 79.

Finish
The number of cells in the finished layout apart from fillers is 3271. The fraction of final layout cells with drive strength greater than 1 is 7.64%. Between the synthesized netlist and the finished layout, the area growth was recorded as 14.1%.

Outcome
The run finished with clean final reports.
==> metal layers <==
| metal | vias to the layer above | global-route usage, % | routed length (µm) |
|---|---|---|---|
| met5 | - | 0 | 0 |
| met4 | 0 | 7.46 | 2790 |
| met3 | 133 | 5.36 | 5780 |
| met2 | 727 | 33.7 | 31200 |
| met1 | 8904 | 33.9 | 33000 |
| li1 | 8867 | - | - |
==> placed cells by master, fill, tap and decap left out, types with 14 or more instances in the layout <==
master,n
sky130_fd_sc_hd__a21o_1,21
sky130_fd_sc_hd__nor2_1,265
sky130_fd_sc_hd__a22oi_1,24
sky130_fd_sc_hd__nand3_1,55
sky130_fd_sc_hd__a211oi_1,68
sky130_fd_sc_hd__clkbuf_16,30
sky130_fd_sc_hd__mux2i_1,128
sky130_fd_sc_hd__buf_4,41
sky130_fd_sc_hd__or3_1,17
sky130_fd_sc_hd__clkdlybuf4s50_1,100
sky130_fd_sc_hd__a221oi_1,55
sky130_fd_sc_hd__xnor2_1,38
sky130_fd_sc_hd__o21bai_1,18
sky130_fd_sc_hd__a311oi_1,16
sky130_fd_sc_hd__mux4_2,17
sky130_fd_sc_hd__nor4_1,39
sky130_fd_sc_hd__a31oi_1,19
sky130_fd_sc_hd__inv_1,119
sky130_fd_sc_hd__nor2b_1,32
sky130_fd_sc_hd__mux2_2,22
sky130_fd_sc_hd__ha_1,93
sky130_fd_sc_hd__nand2_1,218
sky130_fd_sc_hd__a21boi_0,30
sky130_fd_sc_hd__a21oi_1,177
sky130_fd_sc_hd__dfxtp_1,254
sky130_fd_sc_hd__nor3_1,55
sky130_fd_sc_hd__and3_1,14
sky130_fd_sc_hd__nand2b_1,24
sky130_fd_sc_hd__nor3b_1,24
sky130_fd_sc_hd__a22o_1,23
sky130_fd_sc_hd__o21ai_0,108
sky130_fd_sc_hd__nand4_1,32
sky130_fd_sc_hd__o211ai_1,19
==> critical path, stage by stage <==
cell,delay (ns)
sky130_fd_sc_hd__clkdlybuf4s50_1,0.47
sky130_fd_sc_hd__nand2b_1,0.06
sky130_fd_sc_hd__buf_4,0.22
sky130_fd_sc_hd__nand2_4,0.54
sky130_fd_sc_hd__buf_4,0.57
sky130_fd_sc_hd__buf_4,0.60
sky130_fd_sc_hd__nor2_1,0.25
sky130_fd_sc_hd__a22oi_1,0.22
sky130_fd_sc_hd__o21ai_0,0.12
==> final cells by class <==
class                           count  area [µm²]
Tap cell                          837        1050
Timing Repair Buffer              142        1310
Fill cell                        6384       40400
Inverter                          122         458
Clock inverter                     20         226
Clock buffer                       36         803
Sequential cell                   255        5110
Multi-Input combinational cell   1859       12600
==> power by group through the flow <==
stage / clock network [mW] / registers (mW) / logic [mW]
6_report: 0.929 / 0.871 / 0.857
4_1_cts: 0.945 / 0.870 / 0.836
5_1_grt: 0.977 / 0.872 / 0.909
==> path summary, 6_finish.rpt <==
path	end	slack, ns	depth (start not counted)	startpoint
hold reg to reg	state[2]	0.45	2	state[7]
setup reg to reg	mant_b_reg[1]	7.44	14	exp_a[0]
setup / recovery	mant_b_reg[11]	7.11	9	start
hold / removal	state[2]	0.45	2	state[7]
==> kinds of logic (layout without fill, tap and decap cells) <==
group,Yosys count,in the layout
fa+ha+maj,99,99
flops,255,255
compound gates,725,725
mux,168,168
simple gates,822,822
buf+inv,298,320
xor+xnor,45,45
==> through the flow <==
step	hold slack (ns)	cell area, µm²	util, %
4_1_cts	0.445	21500	34.7
6_report	0.447	21500	34.7
5_1_grt	0.466	21500	34.7
2_1_floorplan	0.410	18900	-
3_5_place_dp	0.425	20500	33.1
3_3_place_gp	0.426	20500	33.1
No activity file was given, so power comes from the tool's default toggle rates.
