File: design.v
module lzd (
    clk,
    rst_n,
    start,
    data_in,
    count,
    all_zero,
    busy,
    done
);
  parameter width = 7'd64, count_width = 7;
  input clk, rst_n, start;
  input [(width-1'b1):0] data_in;
  output reg [(count_width-1):0] count;
  output reg all_zero, busy, done;
  localparam IDLE = 2'd0, CHECK_BIT = 2'd1, DONE = 2'd2;
  reg [1:0] state, nxt_state;
  reg [63:0] data_in_reg;   
  reg [ 6:0] lzd_count;   
  wire check_bit_sig, done_sig;
  always @(posedge clk) begin
    if (~rst_n) state <= IDLE;
    else state <= nxt_state;
  end
  always @(*) begin
    case (state)
      IDLE: begin
        if (start && !busy && data_in != 0) nxt_state = CHECK_BIT;
        else if (start && !busy && data_in == 0) nxt_state = DONE;
        else nxt_state = state;
      end
      CHECK_BIT: begin
        if (data_in_reg[63]) nxt_state = DONE;
        else nxt_state = state;
      end
      DONE: nxt_state = IDLE;   
      default: nxt_state = IDLE;
    endcase
  end
  assign check_bit_sig = (state == CHECK_BIT);
  assign done_sig = (state == DONE);
  always @(posedge clk) begin
    if (~rst_n) begin
      count <= 0;
      done <= 0;
      busy <= 0;
      all_zero <= 0;
      lzd_count <= 0;
      data_in_reg <= 0;
    end else if (start && !busy) begin
      busy <= 1'b1;
      done <= 0;
      all_zero <= 0;
      lzd_count <= 0;
      data_in_reg <= data_in;
    end else if (check_bit_sig) begin
      if (data_in_reg[width-1'b1] == 0) begin
        lzd_count   <= lzd_count + 1'b1;
        data_in_reg <= data_in_reg << 1;
      end
    end else if (done_sig) begin
      all_zero <= (data_in_reg == 0) ? 1'b1 : 1'b0;
      count <= (data_in_reg == 0) ? width : lzd_count;
      done <= 1'b1;
      busy <= 0;
    end
  end
endmodule
File: run.sh
#!/bin/bash
# OpenROAD 26Q1-2900-gdf79404cd8, Yosys 0.63+post, stock flow scripts
make -C /OpenROAD-flow-scripts/flow DESIGN_CONFIG=/design/flow/config.mk WORK_HOME=/design/flow/orfs finish
File: config.mk
export PLATFORM = sky130hd
export DESIGN_NAME = lzd
export DESIGN_NICKNAME = lzd
export VERILOG_FILES = /design/flow/design.v
export SDC_FILE = /design/flow/constraint.sdc
export NUM_CORES = 4
export LEC_CHECK = 1
export CORE_UTILIZATION = 30
File: constraint.sdc
current_design lzd

set clk_period 7.8
set clk_io_pct 0.2

create_clock -name clk0 -period $clk_period [get_ports {clk}]

set non_clock_inputs [all_inputs -no_clocks]
set_input_delay [expr $clk_period * $clk_io_pct] -clock clk0 $non_clock_inputs
set_output_delay [expr $clk_period * $clk_io_pct] -clock clk0 [all_outputs]
==> ci_impl_report.md <==
## Synthesis and layout report

| Metric | Value |
|---|---|
| Ys cells | `approximately 480` |
| Final setup violation count | `0` |
| Synthesis warning total | `1` |
| Largest fanout on the critical path | `about 68` |
| Synthesis area per yosys | `3750 um^2` |
| Core ar. | `12,100 um^2` |
| Drt pass-1 iters | `5` |
| Floorplan core density | `roughly 31%` |
| # diodes | `0` |
| Largest net degree at the start of global routing | `about 69` |
| DR vias/cell | `around 5.3` |
| Routability cong. | `between 0.8 and 0.9` |
| # DRC | `0` |
| Number of antenna violations at the first check in global routing | `0` |
| Remaining global-route overflow | `0` |
| CP Capture Type | `flip-flop` |
| Final hold vios | `0` |
| Slew headroom | `51.6%` |
| Max Clock Freq | `slightly below 300 MHz` |
| MUX share of area | `0%` |
| Die W | `roughly 110 um` |
| Adder Share, Synth | `0.333%` |
| Simple share | `31.2%` |
| Max-Cap Viols | `0` |
| RSZ-0062 raised after global routing | `false` |
| Routed len/inst | `15.5 um` |
| GR Util met3 | `2.98%` |
| Met2 GRT Util | `between 20% and 30%` |
| Cell with the largest stage delay on the worst path | `buf_4` |
| Status | `finished, final reports clean` |
| First-pass GRT wire length | `approximately 17,000 um` |
| CTS tree | `yes` |
| Seq/Total Area, Yosys | `~45%` |
| Core Util, Final | `around two fifths` |
| Max-slew violation count | `0` |
| Worst Setup Slack, final | `~4.4 ns` |
| Total Power | `~1.0 mW` |
| Worst Setup Path Type | `input pin to flip-flop` |
| Routed vias | `3,710` |
| OpenROAD warnings | `25` |
| Detailed Route Iter0 Violations | `around 300` |
| Slowest stage delay, CP | `around 0.62 ns` |
| Worst VDD drop | `0.101 mV` |
| Syn Inst Count | `475` |
| Power Density | `roughly 210 nW/um^2` |
| Type of the most critical hold path | `flip-flop to flip-flop` |
| Mapped Avg Cell Area | `between 7 and 8 um^2` |
| Clk buf depth | `2` |
| Cts hold-fix bufs | `0` |
| Syn Std Cell Area | `between 3000 and 4000 um^2` |
| Max FFs per register | `about 64` |
| Final worst-path cycle share | `43.5%` |
| Worst-Skew Late Latency | `0.34 ns` |
| Top-Level Pins | `slightly below 80` |
| Post-layout min period | `~3.4 ns` |
| Cts repair resizes | `0` |
| Top Usage Layer GRT | `met1` |
| Setup slack at placement | `approximately 4.1 ns` |
| Sink Count | `approximately 84` |
| P&R area growth vs syn | `30.5%` |
| Met1 Use GR | `28.1%` |
| # H-tree levels | `3` |
| Worst Path Arrival | `about 3.6 ns` |
| Skew final | `between 0.007 and 0.008 ns` |
| Chip area | `13,000 um^2` |
| Rows | `around 40` |
| Top non-seq family | `simple AND/OR/NAND/NOR gates` |
| Synth unique cells | `28` |
| Post-DP HPWL | `about 7300 um` |
| Synthesis-stage register bit count | `84` |
| Total CTS buffers | `9` |
| Complex Gates by Area | `around 18%` |
| Worst hold slack | `around 0.45 ns` |
| Cell Chain, Critical Path | `clkdlybuf4s50_1, nand2b_4, buf_4, nor2_1, a311oi_1` |
| Worst Tran Pin Value | `roughly 0.73 ns` |
| # Post-CTS Setup Buffers | `0` |
| Worst Setup Start Kind | `input pin` |
| Routed WL | `around 11,000 um` |
| Vias in the first global route | `3,412` |
| Clock transition at the registers of the reported paths | `0.06 ns` |
| Setup TNS | `0 ns` |
| Worst path required time | `roughly 8.0 ns` |
| Share of layout cells above drive strength 1 | `under 10%` |
| Total GRT Usage | `around 17%` |
| Port buffer count | `~76` |
| Die height | `~110 um` |
| Detail Route Antenna Nets | `0` |
| Clock root cell | `clkbuf_16` |
| Yosys xor share | `roughly 1.4%` |
| Leakage | `between 1.5 and 2 nW` |
## per-stage QoR
| stage | instances | instance area [um^2] |
|---|---|---|
| floorplan | 475 | 3750 |
| finish | 703 | 4900 |
| CTS | 703 | 4900 |
| global placement | 687 | 4630 |
| global route | 703 | 4900 |
| detailed placement | 687 | 4630 |
## cell usage in the layout (no fill, tap or decap), types with 2 or more instances in the layout
master and count:
nand2_1 133, dfxtp_1 84, clkdlybuf4s50_1 76, nor2_1 71, a311oi_1 62, nor4_1 31, nand4_1 9, clkbuf_16 9
nand3_1 8, o2bb2ai_1 7, a21oi_1 5, clkinv_2 4, buf_4 4, xor2_1 3, xnor2_1 3, nor4_2 3
and3_1 2, inv_1 2, or3_1 2
## final timing paths
path / start / to / slack (ns) / depth (start not counted)
max: start / data_in_reg[13]$_SDFFE_PN0P_ / 4.41 / 5
min: done$_SDFFE_PP0P_ / done$_SDFFE_PP0P_ / 0.45 / 2
max reg2reg: busy$_SDFFE_PN0P_ / data_in_reg[13]$_SDFFE_PN0P_ / 5.70 / 4
min reg2reg: done$_SDFFE_PP0P_ / done$_SDFFE_PP0P_ / 0.45 / 2
## layer usage
layer	vias to the layer above	part of all wire, %
met3	10	7.2
met2	131	43
li1	1834	-
met5	-	0
met1	1735	49
met4	0	0.93
## cells in the mapped netlist, drive strengths merged
master / n / area, um^2
and3: 2 / 12.5
or3: 2 / 12.5
nor2b: 2 / 12.5
xor2: 3 / 26.3
a21oi: 5 / 25.0
inv: 3 / 11.3
nand2b: 3 / 18.8
o2bb2ai: 7 / 61.3
a311oi: 62 / 543
nor2: 71 / 267
o21ai: 1 / 5.00
nand4: 9 / 56.3
ha: 1 / 12.5
nor4: 35 / 253
clkbuf: 18 / 67.6
o221a: 1 / 11.3
dfxtp: 84 / 1680
o21a: 1 / 7.51
xnor2: 3 / 26.3
buf: 18 / 77.6
nand3: 8 / 40.0
a211o: 1 / 8.76
a32o: 1 / 10.0
nand2: 133 / 499
o22ai: 1 / 6.26
## cell type report
| cell class | instances | area, um^2 |
|---|---|---|
| repair buffers | 80 | 791 |
| clock inverters | 5 | 27.5 |
| clock buffers | 11 | 243 |
| fillers | 1234 | 7220 |
| well taps | 168 | 210 |
| flip-flops and latches | 84 | 1680 |
| inverters | 3 | 11.3 |
| multi-input cells | 352 | 1930 |
## cells by family after synthesis
kind of cell               count (synthesis)
and+or+nand+nor                          265
buffers and inverters                     39
AOI/OAI and AO/OA                         80
DFF                                       84
xor gates and xnor gates                   6
adders and majority gates                  1
## worst max-delay path, delay by kind of cell
| family | cells | cell delay [ns] |
|---|---|---|
| compound gates | 1 | 0.26 |
| simple gates | 2 | 0.66 |
| buf+inv | 2 | 1.09 |
## power by group
part / total, mW / leakage [nW] / internal [mW] / switching [mW]
Sequential: 0.490 / 0.692 / 0.462 / 0.0285
Combinational: 0.155 / 0.796 / 0.0696 / 0.0853
Clock: 0.388 / 0.135 / 0.222 / 0.166
Power is estimated from default activity; no workload was simulated.
